==> ./config.mk <==
export PLATFORM = sky130hd
export DESIGN_NAME = FSM_lab5
export DESIGN_NICKNAME = FSM_lab5
export VERILOG_FILES = /design/flow/design.v
export SDC_FILE = /design/flow/constraint.sdc
export NUM_CORES = 4
export LEC_CHECK = 1
export CORE_UTILIZATION = 50
==> ./constraint.sdc <==
current_design FSM_lab5

set clk_period 2.3
set clk_io_pct 0.2

create_clock -name clk0 -period $clk_period [get_ports {iClk}]

set non_clock_inputs [all_inputs -no_clocks]
set_input_delay [expr $clk_period * $clk_io_pct] -clock clk0 $non_clock_inputs
set_output_delay [expr $clk_period * $clk_io_pct] -clock clk0 [all_outputs]
==> ./design.v <==
`timescale 1ns / 1ps
module FSM_lab5 (
  input   wire  iClk, iRst, iScreensaver,
  input wire iPushUp, iPushDown, iPushLeft, iPushRight,
  output  wire  oLEDUp, oLEDDown, oLEDLeft, oLEDRight, 
  output wire[9:0] oShapeX, oShapeY, oShapeSize 
    );
  localparam sIdle    = 3'b000;
  localparam sPushUp    = 3'b001;
  localparam sPushDown    = 3'b010;
  localparam sPushLeft  = 3'b011;
  localparam sPushRight    = 3'b100;
  localparam sReset = 3'b101;
  localparam sScreensaver = 3'b110;
  reg speedX_current, speedY_current, speedX_next, speedY_next;
  localparam shapeSize = 60;     
  localparam defaultX = 290;     
  localparam defaultY = 210;     
  reg[2:0] rFSM_current, wFSM_next;
  wire oToggle, iToggleEnable;
  reg[9:0] rShapeX_current, rShapeX_next, rShapeY_current, rShapeY_next,
           rShapeX_out, rShapeY_out ;
  wire[9:0] rShapeX_plus, rShapeX_minus, rShapeY_plus, rShapeY_minus; 
  toggle #(.CLK_FREQ(100000))
  toggle_inst(.iClk(iClk), .iRst(iRst), .oToggle(oToggle));
  always @(posedge iClk)
  begin
    if (iRst == 1)
      rFSM_current <= sReset;
    else if (iScreensaver == 1)
      rFSM_current <= sScreensaver;
    else
      rFSM_current <= wFSM_next;
  end
  always @(posedge iClk)
  begin
    if(iRst == 1)
        begin
            rShapeX_current <= defaultX;
            rShapeY_current <= defaultY;
        end
    else
        begin
            rShapeX_current <= rShapeX_next;
            rShapeY_current <= rShapeY_next;
        end
  end
  always @(posedge oToggle)
  begin
    if(iRst == 1)
      begin
        rShapeX_out <= defaultX;
        rShapeY_out <= defaultY;
      end
    else
      begin
        rShapeX_out <= rShapeX_current;
        rShapeY_out <= rShapeY_current; 
      end
  end
  assign rShapeX_plus = (rShapeX_out < 580) ? rShapeX_out + 1 : rShapeX_out;
  assign rShapeX_minus = (rShapeX_out > 0) ? rShapeX_out - 1 : rShapeX_out; 
  assign rShapeY_plus = (rShapeY_out < 420) ? rShapeY_out + 1 : rShapeY_out;
  assign rShapeY_minus = (rShapeY_out > 0) ? rShapeY_out - 1 : rShapeY_out;
  always @(*)
  begin
    rShapeY_next = defaultY;
    rShapeX_next = defaultX;
    case (rFSM_current)
      sPushUp:
          begin
            rShapeY_next = rShapeY_minus;     
            rShapeX_next = rShapeX_current;
          end
      sPushDown:
          begin
            rShapeY_next = rShapeY_plus; 
            rShapeX_next = rShapeX_current;
          end
      sPushLeft:
      begin
        rShapeY_next = rShapeY_current;
        rShapeX_next = rShapeX_minus;   
      end
      sPushRight:
      begin
        rShapeX_next = rShapeX_plus; 
        rShapeY_next = rShapeY_current;
      end
      sReset:
          begin
           rShapeX_next = defaultX;
           rShapeY_next = defaultY;
          end
      sScreensaver:
          begin
           rShapeX_next = (speedX_current == 1) ?  (rShapeX_out + 1) : (rShapeX_out - 1) ;
           rShapeY_next = (speedY_current == 1) ?  (rShapeY_out + 1) : (rShapeY_out - 1) ;
          end
      sIdle:
          begin
               rShapeX_next = rShapeX_current;
               rShapeY_next = rShapeY_current;
          end
    endcase
  end 
  always @(*)
  begin
    case (rFSM_current)
      sIdle:    if (iPushUp == 1)
                  wFSM_next = sPushUp;
                else if (iPushDown == 1)
                  wFSM_next = sPushDown;
                else if (iPushLeft == 1)
                  wFSM_next = sPushLeft;
                else if (iPushRight == 1)
                  wFSM_next = sPushRight;
                else if(iRst == 1)
                  wFSM_next = sReset;
                else
                  wFSM_next = sIdle;
      sPushUp:  if (iPushUp == 1)
                  wFSM_next = sPushUp;
                else
                  wFSM_next = sIdle;
      sPushDown:  if (iPushDown == 1)
                  wFSM_next = sPushDown;
                else
                  wFSM_next = sIdle;
      sPushLeft:  if (iPushLeft == 1)
                  wFSM_next = sPushLeft;
                else
                  wFSM_next = sIdle;
      sPushRight:  if (iPushRight == 1)
                  wFSM_next = sPushRight;
                else
                  wFSM_next = sIdle;    
      sReset: wFSM_next = sIdle;  
      sScreensaver:  if (iScreensaver == 0)
                  wFSM_next = sReset;
                else
                  wFSM_next = sScreensaver;      
      default:  wFSM_next = sReset;
    endcase
  end
  always @(posedge iClk) 
  begin
    if(iScreensaver == 1)
        begin
            speedX_current <= speedX_next;
            speedY_current <= speedY_next;
        end
    else 
        begin
            speedX_current <= 1;
            speedY_current <= 1;
        end
  end
  always @(*)
  begin
    speedX_next = speedX_current;
    speedY_next = speedY_current;
    if(iScreensaver == 1)
        begin
            if (rShapeX_out >= 580) speedX_next = 0;
            if (rShapeX_out == 0) speedX_next = 1;
            if (rShapeY_out >= 420) speedY_next = 0;
            if (rShapeY_out == 0) speedY_next = 1;
            speedX_next = speedX_next;
            speedY_next = speedY_next;
        end
    else
        begin
            speedX_next = 1;
            speedY_next = 1;
        end
  end
  assign oLEDUp = (rFSM_current == sPushUp || rFSM_current == sScreensaver) ? 1 : 0;
  assign oLEDDown = (rFSM_current == sPushDown || rFSM_current == sScreensaver) ? 1 : 0;
  assign oLEDLeft = (rFSM_current == sPushLeft || rFSM_current == sScreensaver) ? 1 : 0;
  assign oLEDRight = (rFSM_current == sPushRight || rFSM_current == sScreensaver) ? 1 : 0;
  assign oShapeSize = shapeSize;  
  assign oShapeX = rShapeX_out;  
  assign oShapeY = rShapeY_out; 
endmodule
`timescale 1ns / 1ps
module counter#(
    parameter LIM = 150,
    parameter N   = $clog2(LIM-1)
    )
    (
    input wire iClk, iRst, iEn,
    output wire [N-1:0] oQ
    );
reg [N-1:0] r_CntCurr;
wire [N-1:0] w_CntNext;
wire w_Rst;
always @(posedge iClk)
    if (iRst == 1)
        r_CntCurr <= 0;
    else if (iEn == 1)
        if (r_CntCurr == LIM-1)
            r_CntCurr <= 0;
        else
            r_CntCurr <= w_CntNext;
assign w_CntNext = r_CntCurr+1;
assign oQ = r_CntCurr;
endmodule
`timescale 1ns / 1ps
module timer_1s#(
        parameter CLK_FREQ = 25_000_000
    )
    (
        input wire iClk, iRst,
        output wire oQ
    );
 localparam N = $clog2(CLK_FREQ-1);
 wire [N-1:0] wCntOut;
 counter #( .LIM(CLK_FREQ) )
 counter_inst ( .iClk(iClk), .iEn(1), .iRst(iRst), .oQ(wCntOut));
 assign oQ = (wCntOut == CLK_FREQ-1) ? 1 : 0;
endmodule
`timescale 1ns / 1ps
module toggle#(
    parameter CLK_FREQ = 25_000_000
    )
    (
    input wire iClk, iRst,
    output wire oToggle
    );
 wire w1;
 reg rToggle_Curr;
 wire wToggle_Next;
 timer_1s #( .CLK_FREQ(CLK_FREQ) )
 timer_1s_inst( .iClk(iClk), .iRst(iRst), .oQ(w1));
 always @(posedge iClk)
    if (iRst == 1)
        rToggle_Curr <= 0;
    else if (w1 == 1)
        rToggle_Curr <= wToggle_Next;
 assign wToggle_Next = ~rToggle_Curr;
 assign oToggle = rToggle_Curr;
endmodule
==> ./run.sh <==
#!/bin/bash
# OpenROAD 26Q1-2900-gdf79404cd8, Yosys 0.63+post, stock flow scripts
make -C /OpenROAD-flow-scripts/flow DESIGN_CONFIG=/design/flow/config.mk WORK_HOME=/design/flow/orfs finish
==> metrics.cfg <==
[synth]
syn_inst=469
ys_area_um2=3760
synth_top_area_share_pct=35.7
topCellsByArea=dfxtp_1, nor2_1, xnor2_1
post_synth.cell_area_avg_um2=8.01
yosys_warnings=4
yosysCellCount=469
flop_cell=dfxtp_1
synth.distinct_cells=60
ys.flops=67
synth_area_um2=3760
ys_seq_share_pct=35.7
top_area_cell=dfxtp_1
ys_async_sr_fraction_pct=0
synth-edff-count=0

[pwr]
leakage_nw=1.52
irDropWorstVdd_uv=391
p_per_area_nw_per_um2=369

[global_routing]
grt_pass1_wl_mm=14.8
first_global_vias=2923
grt_max_degree=25
grt_overflow=0
antenna_found_initial=0
grt_usage_pct=24.6

[setup_path]
crit_type=reg2out
r2r_slack_ns=0.35
worst_ep_required_time_ns=1.84
startpoint=rFSM_current[4]$_DFF_P_
crit_path_max_fanout=12
reg2reg_to=rShapeX_current[5]$_SDFFE_PP1N_
worst_ep_arrival_time_ns=1.49
cp-end-kind=output pin
worstSetupEndpoint=oLEDUp
rr_startpoint=rFSM_current[3]$_DFF_P_
cp-start-kind=flop
r2r_cells=4

[clock_network]
htree_levels=2
cts_resized=0
insertion_delay_ns=0.30
path_clk_slew_ns=0.10
cts_buffers=5
post-cts-setup-buffers=0
cts_tree=done
cts_root_buf=clkbuf_8
hold_buffers=0
cts_buffer_depth=2

[sta]
unclocked_pins=20
slew_violations=0
period_used_pct=84.8
hold_slack_ns=0.468
grt_setup_unrepaired=false
worst_pin_slew_ns=0.722
timing.fmax_mhz=513
slew_headroom_pct=51.5
setup_viol=0
fin_crit_ns=1.95
fin_skew_ns=0.00549
unconstrained_endpoints=40
hold_violations=0
totalNegativeSetupSlack_ns=0
setup_slack_ns=0.349

[place]
placed_cells=582
dp_hpwl_mm=6.44
post-place-ws_ns=0.253
io_buffers=30
place.gp.congestion=0.946

[floorplan]
io_pins=41
dieHeight_um=88.7
fp_util_pct=51.8
row_count=31
die_w_um=88.7
chipArea_um2=7870
core_area_um2=7250

[flow_run]
maxCapViolCount=0
warning_count=29

[route]
detail-route-antenna-nets=0
drt_wl_total_mm=8.89
wl_per_cell_um=15.1
antenna_cells=0
vias_per_cell=5.71
drt_iter0_drc=216
drc=0
route.vias.total=3368
first_pass_iters=5

[final_layout]
mostFrequentLayoutCells=dfxtp_1, nor2_1, nand2_1
fin_cells=590
syn_to_final_growth_pct=11.7
lay_top_count=dfxtp_1
fin_util_pct=57.9
final_layout_size_suffix_gt1_share_pct=9.98

[status]
status=completed

[worst_hold_path]
hold_class=reg2reg

[cell type report]
type,instances,area [um^2]
Sequential cell,67,1340
Timing Repair Buffer,44,405
Tap cell,99,124
Clock inverter,3,27.5
Clock buffer,5,68.8
Inverter,18,67.6
Fill cell,646,3060
Multi-Input combinational cell,354,2160
[cells in the mapped netlist, types with 3 or more instances]
cell type and count:
a211oi_1 10, a21o_1 4, a21oi_1 19, a221oi_1 7
a31oi_1 5, a32oi_1 3, and3_1 3, buf_2 4
buf_4 10, buf_6 4, clkbuf_1 19, dfxtp_1 67
ha_1 6, inv_1 18, nand2_1 34, nand2b_1 4
nand3_1 23, nand3b_1 3, nand4_1 7, nor2_1 51
nor2b_1 18, nor3_1 25, nor3b_1 4, nor4_1 7
o211ai_1 3, o21ai_0 15, o22ai_1 5, o31ai_1 5
o41ai_1 3, or2_2 14, or3_1 8, xnor2_1 18
xor2_1 7
[per-layer routing]
metal  up-vias  wire [um]  track usage [%]
met2       144       3880             36.9
met1      1518       4190             38.1
met3        13        671             4.07
met4         0        154             5.28
met5         -          0                0
li1       1693          -                -
[how the worst min path moves through the flow]
stage / start / to / slack, ns / cells past startpoint
4_1_cts: rFSM_current[0]$_DFF_P_ / rFSM_current[1]$_DFF_P_ / 0.47 / 2
5_1_grt: flop / flop / 0.50 / 1
6_report: rFSM_current[0]$_DFF_P_ / rFSM_current[1]$_DFF_P_ / 0.47 / 2
[metrics by stage]
stage / power (mW) / area (um^2)
after floorplan: 0.970 / 3790
after global placement: 1.02 / 4100
after detailed placement: 1.02 / 4100
after CTS: 1.56 / 4200
after global routing: 1.63 / 4200
final: 1.55 / 4200
[where the power goes]
part           total (mW)  switching (mW)  internal [mW]
logic               0.153          0.0844         0.0684
clock network       0.548           0.322          0.226
registers           0.847          0.0109          0.836
[worst max-delay path, cell delays in order (launching register included)]
cell and delay (ns):
dfxtp_1 0.32, buf_4 0.17, or2_2 0.29, clkdlybuf4s50_1 0.40
[state kept, by name, summed over array words and instances, names as in the netlist]
signal                                            cells
toggle_inst.timer_1s_inst.counter_inst.r_CntCurr     17
rShapeX_current                                      10
rShapeX_out                                          10
rShapeY_current                                      10
rShapeY_out                                          10
rFSM_current                                          7
speedX_current                                        1
speedY_current                                        1
toggle_inst.rToggle_Curr                              1
[cell families (layout without fill, tap and decap cells)]
| group | Yosys count | in the layout | share of synthesized area, % |
|---|---|---|---|
| and+or+nand+nor | 215 | 215 | 29.9 |
| muxes | 1 | 1 | 0.300 |
| xor gates and xnor gates | 25 | 25 | 5.83 |
| other | 2 | 10 | 0.200 |
| buffers and inverters | 56 | 70 | 7.56 |
| adders and majority gates | 6 | 6 | 2.00 |
| AOI/OAI and AO/OA | 97 | 97 | 18.5 |
| DFF | 67 | 67 | 35.7 |
No activity file was given, so power comes from the tool's default toggle rates.
