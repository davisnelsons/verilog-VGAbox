==> design/flow/design.v <==
`timescale 1ns / 1ps
module VGA_rectangle#(
    parameter WIDTH = 640,
    parameter H_FP = 16,
    parameter H_PW = 96,
    parameter H_BP = 48,
    parameter HEIGHT = 480,
    parameter V_FP = 10,
    parameter V_PW = 2,
    parameter V_BP = 33
    ) (
    input wire iClk, iRst,
    input wire [9:0] iCountH, iCountV,
    iShapeX, iShapeY, iShapeSize,
    input wire iHS, iVS,
    output wire oHS, oVS,
    output wire [3:0] oRed, oGreen, oBlue
    );
    wire [3:0] r_oRed, r_oGreen, r_oBlue;
    wire active;
    wire activeHorizontal;
    wire activeVertical;
    assign activeHorizontal = (iCountH <= WIDTH) ? 1:0;
    assign activeVertical = (iCountV <= HEIGHT) ? 1:0;
    assign active = activeHorizontal & activeVertical;
    assign inRectangleHorizontal = (iCountH >= iShapeX &
                                    iCountH < (iShapeX + iShapeSize))
                                    ? 1 : 0;
    assign inRectangleVertical = (iCountV >= iShapeY &
                                  iCountV < (iShapeY + iShapeSize))
                                  ? 1 : 0;
    assign inRectangle = inRectangleHorizontal & inRectangleVertical;
    assign r_oRed = (inRectangle & active) ? 4'b1111 : 4'b0000;
    assign r_oGreen = 4'b0000;
    assign r_oBlue = 4'b0000;
    assign oRed = r_oRed;
    assign oGreen = r_oGreen;
    assign oBlue = r_oBlue;
    assign oHS = iHS;
    assign oVS = iVS;
endmodule
==> design/flow/run.sh <==
#!/bin/bash
# OpenROAD 26Q1-2900-gdf79404cd8, Yosys 0.63+post, stock flow scripts
make -C /OpenROAD-flow-scripts/flow DESIGN_CONFIG=/design/flow/config.mk WORK_HOME=/design/flow/orfs finish
==> design/flow/config.mk <==
export PLATFORM = sky130hd
export DESIGN_NAME = VGA_rectangle
export DESIGN_NICKNAME = VGA_rectangle
export VERILOG_FILES = /design/flow/design.v
export SDC_FILE = /design/flow/constraint.sdc
export NUM_CORES = 4
export LEC_CHECK = 1
export CORE_AREA = 10 10 113 113
export DIE_AREA = 0 0 123 123
==> design/flow/constraint.sdc <==
current_design VGA_rectangle

set clk_period 10.4
set clk_io_pct 0.2

create_clock -name clk0 -period $clk_period

set non_clock_inputs [all_inputs -no_clocks]
set_input_delay [expr $clk_period * $clk_io_pct] -clock clk0 $non_clock_inputs
set_output_delay [expr $clk_period * $clk_io_pct] -clock clk0 [all_outputs]
==> summary.log <==
[synthesis] area of the synthesized netlist per yosys stat 1770 µm²
[floorplanning] chip area 15,100 µm²
[grt] total global routing track utilization 0.0691
[floorplanning] vertical die dimension 123 µm
[synthesis] syn avg cell area 7.64 µm²
[synthesis] sequential fraction of the synthesis area 0
[timing] final hold violations 0
[grt] antenna violations before repair 0
[finish] P&R area growth vs syn 36.1%
[setup_path] WP buf/inv 2
[routing] 1st-iter DRT viols 41
[grt] largest net degree at the start of global routing 7
[finish] share of cells above drive strength 1 0.0107
[floorplanning] Horiz. Die Dim 123 µm
[floorplanning] number of top-level design ports 68
[synthesis] Distinct cells, synth 36
[timing] worst-case headroom to the max-slew limit 0.475
[timing] Final Setup Violations 0
[placed_design] Post-Place Cells 416
[floorplanning] initial standard-cell utilization of the core 0.172
[setup_path] peak fanout along the critical path 4
[routing] vias after detailed routing 1,724
[routing] routed len/inst 12.6 µm
[grt] via count of the first global-routing pass 1,828
[finish] number of clock-tree buffers in the layout 0
[timing] unrepaired setup endpoints after global routing false
[synthesis] Warnings, synthesis 3
[routing] DRC violations left 0
[timing] Min Clock Period, post-route 8.14 ns
[pwr] ratio of total power to cell area 48.8 nW/µm²
[timing] measured slew at the worst slew-check pin 0.785 ns
[routing] ANT cells 0
[setup_path] biggest cell delay along the critical path 0.76 ns
[clock_tree] buffers inserted during post-CTS setup optimization 0
[pwr] IR drop worst, VDD 10.8 µV
[run] Max-Cap Viols 0
[routing] final routed wirelength across all metal layers 5250 µm
[synthesis] Netlist Area Pre-Place 1770 µm²
[finish] FF+latch area 0 µm²
[finish] total non-filler cell area in the finished layout 2410 µm²
[timing] setup TNS after final layout 0 ns
[timing] Final Max Slew Viols 0
[routing] post-route antenna net violation count 0
[finish] number of fillers in the final layout 1,118
[clock_tree] # resized after CTS 0
[timing] final clock period utilization by the worst path 0.783
[run] count of tool warnings 34
[setup_path] WS Path Type input port to output pin
[setup_path] cell type group with the largest total delay on the critical path AND-OR/OR-AND gates
[floorplanning] number of rows created at floorplan 37
[setup_path] Worst EP arrival 6.06 ns
[floorplanning] total core area 10,300 µm²
[setup_path] critical-path cell list clkdlybuf4s50_1, ha_1, a211oi_1, o21ai_1, a2111oi_0, nor3_1, xnor2_1, ha_1, a21o_1, a21oi_1, o211ai_1, a2111oi_1, clkdlybuf4s50_1
[placed_design] final weighted congestion in routability-driven placement 0.804
[setup_path] required time of the worst setup path 8.32 ns
[timing] highest attainable clock frequency 0.123 GHz
[synthesis] number of instances in the synthesized netlist 232
[grt] wire length of the first global-routing pass 8540 µm
[clock_tree] hold buffers post-CTS 0
[setup_path] cell with the largest stage delay on the worst path a2111oi_1
[setup_path] critical path launch point type input port
[placed_design] HPWL after detailed placement 4910 µm
[placed_design] # port buffers 54
[routing] Vias per Instance 4.14
[placed_design] Placed Instance Area 2410 µm²
[routing] Detailed Routing Iterations Pass 1 4
[finish] final instance count without filler cells 416
[hold_path] HP Class input port to output pin
[pwr] P_leak 1.12 nW
[synthesis] yosys cell count 232
[outcome] outcome finished clean
[grt] total grt overflow 0
[finish] flop count 0
[setup_path] Setup crit end kind output pin
-- Yosys cell counts, drive strengths merged (2+ instances only) --
master,instances,area share
nor4,3,0.011
ha,56,0.40
nand2b,4,0.014
a2111oi,5,0.025
o21a,3,0.013
a211oi,2,0.0085
o22ai,2,0.0071
o21ai,14,0.040
nor2,10,0.021
xnor2,5,0.025
nand2,9,0.019
o211ai,4,0.020
buf,13,0.055
nor3,6,0.017
a211o,2,0.0099
xor2,11,0.054
nand3,4,0.011
fa,2,0.023
nand4,5,0.018
a21oi,20,0.059
a31oi,3,0.011
nor2b,4,0.014
inv,30,0.064
a21o,6,0.025
and3,2,0.0071
-- stage by stage --
stage	hold WS [ns]	setup WS [ns]	util	power (mW)
6_report	4.16	2.26	0.234	0.118
2_1_floorplan	4.23	3.61	-	0.0785
5_1_grt	4.16	1.77	0.234	0.137
4_1_cts	4.16	2.17	0.234	0.119
3_5_place_dp	4.16	2.17	0.234	0.118
3_3_place_gp	4.16	2.25	0.234	0.116
-- cells by family after synthesis --
kind of cell,Yosys count,share of synthesized area
AOI/OAI and AO/OA,65,0.240
adders and majority gates,58,0.418
and+or+nand+nor,49,0.142
buffers and inverters,43,0.119
xor gates and xnor gates,16,0.0791
other,1,0.00212
-- layout make-up --
| class | count | area, µm² | share of cell area |
|---|---|---|---|
| Timing Repair Buffer | 54 | 541 | 0.224 |
| Tap cell | 136 | 170 | 0.0706 |
| Inverter | 30 | 113 | 0.0467 |
| Multi-Input combinational cell | 196 | 1590 | 0.659 |
-- where the power goes --
| part | switching [mW] | internal, mW | total (mW) | leakage [nW] |
|---|---|---|---|---|
| sequential | 0 | 0 | 0 | 0 |
| clock | 0 | 0 | 0 | 0 |
| combinational | 0.0572 | 0.0605 | 0.118 | 1.12 |
-- routing by layer --
layer  share of wire  GRT usage  wire length, µm  vias to the layer above
met5               0          0                0                        -
met4               0          0                0                        0
met3           0.075     0.0180              393                        0
met2            0.45      0.121             2390                       37
met1            0.47     0.0890             2470                      748
li1                -          -                -                      939
-- worst paths after layout --
check	startpoint	endpoint	slack (ns)	depth (start not counted)
setup / recovery	iShapeSize[1]	oRed[2]	2.26	13
hold / removal	iHS	oHS	4.16	0
-- layout by cell type, fill, tap and decap left out, types with 5 or more instances in the layout --
cell and count:
ha_1 56, clkdlybuf4s50_1 54, inv_1 30, a21oi_1 19, o21ai_0 13, xor2_1 11
nor2_1 10, nand2_1 9, conb_1 8, a21o_1 6, nor3_1 6, xnor2_1 5
nand4_1 5
Power is estimated from default activity; no workload was simulated.
