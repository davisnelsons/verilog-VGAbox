## config.mk

```make
export PLATFORM = sky130hd
export DESIGN_NAME = VGA_timings
export DESIGN_NICKNAME = VGA_timings
export VERILOG_FILES = /design/flow/design.v
export SDC_FILE = /design/flow/constraint.sdc
export NUM_CORES = 4
export LEC_CHECK = 1
export CORE_AREA = 10 10 82 82
export DIE_AREA = 0 0 92 92
```

## run.sh

```bash
#!/bin/bash
# OpenROAD 26Q1-2900-gdf79404cd8, Yosys 0.63+post, stock flow scripts
make -C /OpenROAD-flow-scripts/flow DESIGN_CONFIG=/design/flow/config.mk WORK_HOME=/design/flow/orfs finish
```

## design.v

```verilog
`timescale 1ns / 1ps
module VGA_timings#(
    parameter WIDTH = 640,
    parameter H_FP = 16,
    parameter H_PW = 96,
    parameter H_BP = 48,
    parameter N_W = $clog2(WIDTH + H_FP + H_PW + H_BP),
    parameter HEIGHT = 480,
    parameter V_FP = 10,
    parameter V_PW = 2,
    parameter V_BP = 33,
    parameter N_H = $clog2(HEIGHT + V_FP + V_PW + V_BP)
    )
    (
    input wire iClk, iRst,
    output wire oHS, oVS,
    output wire [N_W-1:0] oCountH,
    output wire [N_H-1:0] oCountV
    );   
    wire r_oHS;
    wire r_oVS;
    wire r_vEnCurrent;
    wire r_vsync;
    wire r_hsync;
    wire w_vEn;
    localparam totalWIDTH = WIDTH + H_FP + H_PW + H_BP;
    localparam totalHEIGHT = HEIGHT + V_FP + V_PW + V_BP;
    counter #( .LIM(totalWIDTH) )
    counter_horizontal (.iClk(iClk), .iRst(iRst), .iEn(1), .oQ(oCountH)); 
    counter #( .LIM(totalHEIGHT) )
    counter_vertical (.iClk(iClk), .iRst(iRst), .iEn(w_vEn), .oQ(oCountV));
    assign r_vEnCurrent = (oCountH+2 == totalWIDTH);
    assign r_hsync = ((oCountH+1 >= (WIDTH + H_FP)) & (oCountH+1 < (WIDTH + H_FP + H_PW)));
    assign r_vsync = ((oCountV >= (HEIGHT + V_FP)) & (oCountV < (HEIGHT + V_FP + V_PW)));
    assign w_vEn = r_vEnCurrent;
    assign oVS = ~r_vsync;
    assign oHS = ~r_hsync;
endmodule
`timescale 1ns / 1ps
module counter#(
    parameter LIM = 150,
    parameter N   = $clog2(LIM-1)
    )
    (
    input wire iClk, iRst, iEn,
    output wire [N-1:0] oQ
    );
reg [N-1:0] r_CntCurr;
wire [N-1:0] w_CntNext;
wire w_Rst;
always @(posedge iClk)
    if (iRst == 1)
        r_CntCurr <= 0;
    else if (iEn == 1)
        if (r_CntCurr == LIM-1)
            r_CntCurr <= 0;
        else
            r_CntCurr <= w_CntNext;
assign w_CntNext = r_CntCurr+1;
assign oQ = r_CntCurr;
endmodule
```

## constraint.sdc

```tcl
current_design VGA_timings

set clk_period 4.2
set clk_io_pct 0.2

create_clock -name clk0 -period $clk_period [get_ports {iClk}]

set non_clock_inputs [all_inputs -no_clocks]
set_input_delay [expr $clk_period * $clk_io_pct] -clock clk0 $non_clock_inputs
set_output_delay [expr $clk_period * $clk_io_pct] -clock clk0 [all_outputs]
```

==> results.txt <==
Implementation progress

Post-synthesis, Yosys gives the total cell area as 1230 um2. Per Yosys stat, the portion of area used by sequential elements is 0.325. Compared with the post-synthesis result, the final layout area differs by 26.4%. The worst setup path is launched from a flip-flop. The ratio of cells with drive above 1 in the final layout stands at 0.0491. The combined area of all synthesized cells stands at between 1000 and 1500 um2. Recorded from the global router log, the overflow total was 0. The number of standard-cell rows in the floorplan stands at 26. The worst slack on hold paths stands at 0.509 ns. Along the worst hold path, the cell count comes to 1. The capture point of the worst register-to-register path is recorded as counter_vertical.r_CntCurr[6]. The first-pass GRT wire length stands at roughly 5000 um.

The share of synthesized area in the top cell type comes to 0.325. TritonCTS built the clock tree. The DRC violation total after the first TritonRoute iteration stands at approximately 61.

On the worst path, the slowest cell contributes a delay of 0.50 ns. The routed layout has 1115 vias. STA lists the startpoint of the worst register-to-register path as counter_horizontal.r_CntCurr[1]. The power density normalized to cell area stands at about 230 nW/um2. The largest net degree at the start of global routing stands at 18. The via count of the first global-routing pass stands at 970. The internal portion of the total power is 0.000284 W. The post-synthesis register bit count stands at 20. Per the detail_route report, vias per standard cell equal around 4.8. Buffers inserted to repair hold after CTS numbered 0. The skew report gives the latency at the later pin of the worst-skew pair as around 0.26 ns. The tree is rooted in a sky130_fd_sc_hd__clkbuf_8.

The power report attributes to the clock group a share of 0.412. The die outline width stands at 92 um. Counting flops with an async set or reset pin after synthesis yields a share of 0. The post-route fraction of the period consumed by the critical path stands at 0.736. The launch point of the worst min-delay path is recorded as counter_horizontal.r_CntCurr[0]. Dividing the detail-routed wire length by the instance count gives 13.2 um.

The count of cell types in the netlist stands at approximately 47. Across all checked pins, the minimum headroom to the slew limit is 0.581. The total setup buffers inserted after CTS stands at 0. Yosys mapped a number of flops with a built-in enable equal to 0. In this run the remaining antenna-violating nets after routing total 0. After technology mapping, the gate count stands at 144. The synthesis report lists the most area-consuming cells as sky130_fd_sc_hd__dfxtp_1, sky130_fd_sc_hd__ha_1, sky130_fd_sc_hd__nor2_1. Looking at the cell usage after synthesis, the top flip-flop cell is sky130_fd_sc_hd__dfxtp_1. Based on the critical path, the design can be clocked at up to 323 MHz. The number of placed I/O pins stands at 24. The report lists the cells along the critical path as ha_1 > and4_1 > and3_1 > a21oi_1 > o2111ai_1 > clkdlybuf4s50_1. Counting along the longest clock path gives a buffer depth of 2.

The routability congestion estimate stands at roughly 0.84. The worst hold path terminates at counter_horizontal.r_CntCurr[0]. The number of slew-limit violations in the final report stands at 0.

The power consumption stands at 0.000360 W. The number of buffer and inverter instances along the worst setup path stands at 1. Summed over all cells, the static leakage comes to 0.514 nW. The final timing report lists a hold violation count of 0. The worst-margin pin slew stands at 0.627 ns.

The most frequently used library cell after synthesis is sky130_fd_sc_hd__dfxtp_1. The number of gates resized after CTS was 0. The part of the total power dissipated in sequential elements stands at 0.544. Looking at area per cell type in the netlist, the leader is sky130_fd_sc_hd__dfxtp_1. For reference, the post-synthesis area per instance comes to about 8.6 um2. For the final routed database, the setup TNS stands at 0 ns.

According to the report, the first pass of detailed routing completed in 4 iterations. The buffer_ports step reported a buffer count of 23. Setup slack on the worst reg-to-reg path comes out at 2.01 ns. The OpenROAD warning count stands at 28. Setup repair after global routing left no endpoint under its margin. Along the worst path, the maximum fanout reaches 7. Looking at the clock tree report, the H-tree level count equals 1. The number of standard cells reported by yosys stands at 144. The worst setup path is captured at an output pin.

The floorplan step set the die height to 92 um. The final layout contains routed wiring with a total length of between 3000 and 4000 um. The data required time reported for the critical path is about 3.4 ns.

The switching power of the nets stands at 0.0000765 W. The switching portion of total power comes to 0.212. According to the timing report, the critical path is launched from counter_horizontal.r_CntCurr[2].

At the worst endpoint, the arrival time is 2.25 ns. Grouping stages by cell kind, the critical path spends the most delay in simple AND/OR/NAND/NOR gates. The synthesis log from Yosys contains 3 warnings.

The initial core utilization stands at 0.243. In this run the standard cell core region covers 5070 um2. The clock buffer count from CTS stands at 3. The total global routing track utilization stands at 0.0701. The clock tree has to reach 20 sinks. For this run, design rule violations remaining after detail routing come to 0.

The power report attributes to the combinational group a share of 0.044. The most critical min-delay path falls under reg2reg. The number of cell instances on the worst register-to-register path stands at 5.

The worst VDD IR drop from the latest analysis is 0.000193 V. The run reported a max-capacitance violation count of 0. After synthesis, the most frequently instantiated cells are sky130_fd_sc_hd__dfxtp_1, sky130_fd_sc_hd__nor2_1, sky130_fd_sc_hd__nand3_1.

The largest individual stage delay along the critical path comes from the cell sky130_fd_sc_hd__clkdlybuf4s50_1. The setup path with the least slack is of type reg2out. In the final run the clock tree shows a worst skew of 0.00206 ns.

The clock edge transition at the registers on the reported setup and hold paths stands at roughly 0.07 ns. The run finished with clean final reports. Antenna repair during routing inserted a diode count of 0. The count of endpoints failing setup in the final report stands at 0.

The number of antenna violations at the first check in global routing came to 0. The final critical path time including I/O delays and setup stands at 3.09 ns. Summed over all nets, the half-perimeter wirelength after detailed placement is 2230 um. The die outline area stands at 8460 um2.
kinds of logic after synthesis:
| family | count (synthesis) | share of synthesized area |
|---|---|---|
| AOI/OAI and AO/OA | 31 | 0.176 |
| xor gates and xnor gates | 7 | 0.0497 |
| adders and majority gates | 6 | 0.0609 |
| buffers and inverters | 12 | 0.0507 |
| DFF | 20 | 0.325 |
| muxes | 1 | 0.00913 |
| and+or+nand+nor | 67 | 0.329 |
placed cells by master, fill, tap and decap left out, types with 5 or more instances in the layout:
| master | instances |
|---|---|
| sky130_fd_sc_hd__clkdlybuf4s50_1 | 23 |
| sky130_fd_sc_hd__dfxtp_1 | 20 |
| sky130_fd_sc_hd__nor2_1 | 15 |
| sky130_fd_sc_hd__nand3_1 | 8 |
| sky130_fd_sc_hd__nand4_1 | 7 |
| sky130_fd_sc_hd__nand2_1 | 7 |
| sky130_fd_sc_hd__a21oi_1 | 6 |
| sky130_fd_sc_hd__ha_1 | 6 |
| sky130_fd_sc_hd__xor2_1 | 5 |
| sky130_fd_sc_hd__a211oi_1 | 5 |
state kept, by name, indices dropped and copies added (netlist names):
signal,flops
counter_horizontal.r_CntCurr,10
counter_vertical.r_CntCurr,10
worst register-to-register path, stage by stage (launching register included):
cell	delay [ns]
sky130_fd_sc_hd__dfxtp_1	0.37
sky130_fd_sc_hd__ha_1	0.30
sky130_fd_sc_hd__or4b_4	0.56
sky130_fd_sc_hd__o211a_2	0.21
sky130_fd_sc_hd__nor4b_2	0.31
sky130_fd_sc_hd__mux2_1	0.34
metrics by stage:
stage	setup slack (ns)	std cells	area [um2]	utilization
after floorplan	2.02	144	1230	-
final	1.11	233	1560	0.307
after global placement	1.44	229	1500	0.296
after detailed placement	1.37	229	1500	0.296
after CTS	1.09	233	1560	0.307
after global routing	0.927	233	1560	0.307
metal layers:
metal,GRT usage,share of wire,up-vias
met5,0,0,-
met3,0.0313,0.083,4
li1,-,-,578
met1,0.0977,0.49,507
met2,0.103,0.42,26
met4,0.00386,0.0078,0
cell type report:
| type | instances | area [um2] |
|---|---|---|
| clock buffer | 4 | 55.1 |
| fill | 540 | 3520 |
| inverter | 4 | 15.0 |
| multi-input combinational | 112 | 771 |
| sequential | 20 | 400 |
| tap | 70 | 87.6 |
| timing repair buffer | 23 | 230 |
worst max-delay path by stage:
stage,endpoint,slack [ns],cells past startpoint
5_1_grt,oHS,0.93,6
6_report,oHS,1.11,6
4_1_cts,oHS,1.09,6
power groups by stage:
stage	Sequential [W]	Clock [W]	Combinational, W
finish	0.000196	0.000148	0.0000160
CTS	0.000196	0.000156	0.0000165
global route	0.000197	0.000163	0.0000186
Power and IR drop assume default switching activity.
